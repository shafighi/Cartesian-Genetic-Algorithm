[flow/design.v]
`timescale 1ns/1ns
module mutationFSM(CLOCK_50,reset,maskReady,state_controller,nextBestGene,nextSameFitnessFitness,nextGeneInSourceFitness,nextFinalSelectedGene,nextSameFitnessGene,growIndex,state_mutationFSM,maskUsed,bestIndex,nextSameFitness,nextGeneInSource,nextFinalSelected);
parameter howGrowUp = 4;
parameter geneBit = 80;
parameter population = 24;
parameter bestCount = 4;
parameter mutationMaskCount = 16;
parameter primaryInputCount = 8;
parameter mutation_controller = 3'b011;
parameter initial_mutationFSM = 4'b0000,
			mutation_mutationFSM = 4'b0001,
			nextGene_mutationFSM = 4'b0010,
			repeatativeCheck_mutationFSM = 4'b0011,
			NextGeneInSource_mutationFSM = 4'b0100,
			sameFitness_mutationFSM = 4'b0101,
			sameGeneChange_mutationFSM = 4'b0110,
			nextSameGene_mutationFSM = 4'b0111,
			randomGenes_mutationFSM = 4'b1000,
			finished_mutationFSM = 4'b1001;
  input CLOCK_50,reset,maskReady;
  input [2:0]state_controller;
 	input [geneBit-1:0]nextBestGene; 
 	input [primaryInputCount+1:0]nextSameFitnessFitness; 
 	input [primaryInputCount+1:0]nextGeneInSourceFitness; 
 	input [geneBit-1:0]nextFinalSelectedGene; 
 	input [geneBit-1:0]nextSameFitnessGene; 
 	input [7:0]growIndex;
  output reg [3:0]state_mutationFSM; 
 	output reg maskUsed;
  output reg [7:0]bestIndex,nextSameFitness,nextGeneInSource,nextFinalSelected;
	reg [7:0]randomCounter,bestCounter;
	integer popIndexMutate;
	reg [geneBit-1:0]best[bestCount-1:0];
	reg parentFound;
	always@(posedge CLOCK_50)begin 
	 if(reset)begin
		state_mutationFSM <= initial_mutationFSM;
		randomCounter <= 8'd0;
		nextGeneInSource <= 8'd0;
		nextFinalSelected <= 8'd0;
		bestCounter <= 8'd0;
		nextSameFitness <= 0;
		parentFound<=0;
		for(bestIndex=0;bestIndex<bestCount;bestIndex=bestIndex+1)begin
			best[bestIndex]<=0;
      end
	 end else if(state_controller==mutation_controller)begin
		case(state_mutationFSM)
			initial_mutationFSM : 
			begin
			   bestCounter <= 8'd0;
				nextGeneInSource <= 8'd0;
				nextFinalSelected <= 8'd0;
				parentFound<=0;
				for(bestIndex=0;bestIndex<bestCount;bestIndex=bestIndex+1)begin
       			best[bestIndex]<=nextBestGene; 
        end
				if(maskReady)begin
					state_mutationFSM <= mutation_mutationFSM;
				end	
      end 
			mutation_mutationFSM :
			begin
				if(nextFinalSelected<bestCount && nextGeneInSource<population )begin
				  if(growIndex==howGrowUp-1)begin
					   state_mutationFSM <= nextGene_mutationFSM;
				  end   
				end else begin
				    nextSameFitness <= nextFinalSelected-8'd1;
					maskUsed<=1;
					state_mutationFSM <= sameFitness_mutationFSM;
				end
			end
			nextGene_mutationFSM :
			begin
				nextFinalSelected <= nextFinalSelected + 8'd1;
				nextGeneInSource <= nextGeneInSource + 8'd1;
				state_mutationFSM <= repeatativeCheck_mutationFSM;
			end
			repeatativeCheck_mutationFSM :
			begin
				if(nextGeneInSourceFitness==nextFinalSelectedGene)begin 
					state_mutationFSM <= NextGeneInSource_mutationFSM;
				end else begin
					state_mutationFSM <= mutation_mutationFSM;
				end
			end
			NextGeneInSource_mutationFSM :
			begin
				nextGeneInSource <= nextGeneInSource + 8'd1;
				state_mutationFSM <= repeatativeCheck_mutationFSM;
			end
			sameFitness_mutationFSM :  
			begin
				parentFound <= 0;
				if(nextGeneInSourceFitness==nextSameFitnessFitness && nextSameFitness>0 && nextGeneInSource<population )begin 
					state_mutationFSM <= sameGeneChange_mutationFSM;
				end else begin
					state_mutationFSM <= randomGenes_mutationFSM;
				end
			end
			sameGeneChange_mutationFSM :  
			begin
					if(nextSameFitnessGene==best[bestCounter])begin
						state_mutationFSM <= nextSameGene_mutationFSM;
						parentFound<=1;
					end else if(bestCounter<bestCount-1)begin			
						bestCounter <= bestCounter+1;
					end else begin
						state_mutationFSM <= randomGenes_mutationFSM;
					end		
			end
			nextSameGene_mutationFSM :
			begin	
				nextSameFitness<=nextSameFitness-8'd1;
				if(parentFound==1)begin
					nextGeneInSource <= nextGeneInSource + 8'd1;
				end
				state_mutationFSM <= sameFitness_mutationFSM;
				bestCounter<=0;
			end	
			randomGenes_mutationFSM :
			begin
			  if(randomCounter<population-mutationMaskCount-bestCount)begin
				 randomCounter<=randomCounter+8'd1;
			  end else begin
				 state_mutationFSM <= finished_mutationFSM;
				 randomCounter <= 8'b0;
			  end    
			end
			finished_mutationFSM :
			begin
			end
 		default: 
		begin
		end     
	endcase
	end else begin
		state_mutationFSM <= initial_mutationFSM;
		if(maskReady==0)begin
			maskUsed<=0;
		end
	end 
	end 
	endmodule
[flow/run.sh]
#!/bin/bash
# OpenROAD 26Q1-2900-gdf79404cd8, Yosys 0.63+post, stock flow scripts
make -C /OpenROAD-flow-scripts/flow DESIGN_CONFIG=/design/flow/config.mk WORK_HOME=/design/flow/orfs finish
[flow/config.mk]
export PLATFORM = sky130hd
export DESIGN_NAME = mutationFSM
export DESIGN_NICKNAME = mutationFSM
export VERILOG_FILES = /design/flow/design.v
export SDC_FILE = /design/flow/constraint.sdc
export NUM_CORES = 4
export LEC_CHECK = 1
export CORE_UTILIZATION = 30
[flow/constraint.sdc]
current_design mutationFSM

set clk_period 6.0
set clk_io_pct 0.2

create_clock -name clk0 -period $clk_period [get_ports {CLOCK_50}]

set non_clock_inputs [all_inputs -no_clocks]
set_input_delay [expr $clk_period * $clk_io_pct] -clock clk0 $non_clock_inputs
set_output_delay [expr $clk_period * $clk_io_pct] -clock clk0 [all_outputs]
==> out/metrics.yaml <==
setup_viol: 0
antenna_found_initial: 0
htreeDepth: 4
p_int_mw: 1.650
overflow: 0
synth_chip_area_um2: 6603
report.final.slew_viol_count: 0
netlist_area_um2: 6603
clock_sinks: 126
power.density_nw_per_um2: 208.6
first_global_vias: 6320
skew_ns: 0.009585
worstSetupStartpointType: "input port"
wire_per_inst_um: 15.87
slew-limit-headroom: 0.4805
edf_count: 1
wl_mm: 22.28
syn_inst: 832
warnings: 25
die_x_um: 150.4
drtIter0Drc: 358
critPathCapture: "best[0][77]$_SDFFE_PP0P_"
ys_cells: 832
postCtsSetupBuffers: 0
finalHoldViolCount: 0
fillers: 2059
ant_nets: 0
cts_made_buffers: 17
worstReg2RegStart: "nextFinalSelected[3]$_SDFFE_PP0P_"
logic_family: "simple AND/OR/NAND/NOR gates"
crit_arrival_ns: 3.85
synth_top_flop_cell: "dfxtp_1"
core_um2: 21290
ys_seq_frac: 0.3836
rrSetupSlack_ns: 3.33
crit_required_ns: 6.35
drv_cap: 0
dieHeight_um: 150.4
clk_pin_slew_ns: 0.06
vdd_drop_max_mv: 0.1778
die_area_um2: 22610
rsz0062_at_grt: "false"
end_kind: "flip-flop"
mux_area_frac: 0.01440
hold_ws_ns: 0.4560
tightest_slew_ns: 0.7722
p_switching_mw: 0.5140
fin_crit_ns: 3.498
synthToLayoutAreaGrowth_pct: 57.12
power_frac_clock: 0.457
switching_share: 0.2375
p_leak_nw: 3.949
drt_first_pass_iters: 4
seqPwrFrac: 0.401
hold_depth: 2
r2r_end: "nextSameFitness[6]$_SDFFE_PP0P_"
synth_cell_types: 64
drive_gt1_frac: 0.04876
status: "completed"
track_usage: 0.1974
comb_power_share: 0.142
avgSynthCellArea_um2: 7.936
fmax_mhz: 285.8
cts_tree: "built"
viasPerCell: 4.812
io_pins: 311
finalCritPeriodShare: 0.5831
hold_buffers: 0
power.total_mw: 2.164
rows: 53
fin_util: 0.4873
simple_gate_share: 0.2681
final_area_um2: 10370
grt_pass1_wl_mm: 33.66
synth_flops: 126
synth_warnings: 2
crit_path_max_fanout: 48
hold_path_class: "flip-flop to flip-flop"
synth_xor_xnor_area_share: 0.1486
aoi_share: 0.1319
fa_ha_area_frac: 0.009475
crit_start: "state_controller[0]"
rr_worst_depth: 7
io_buffer_count: 302
synthArstFlopShare: 0
via_count: 6756
dp_hpwl_mm: 17.14
worstSetupPathType: "input port to flip-flop"
dpl_cell_area_um2: 9804
cts-resized-gates: 0
final.setup.tns_ns: 0
fp-utilization: 0.3102
clk-insertion-delay-late_ns: 0.42
cts_root_buf: "clkbuf_16"
cts_max_path_buffers: 2
drcViolationCount: 0
grt_max_degree: 53
routabilityCongestion: 0.8331
flip-flops by register name (all words and copies together), names as in the netlist:
signal and flops:
best 80, bestCounter 8, maskUsed 1, nextFinalSelected 8
nextGeneInSource 8, nextSameFitness 8, parentFound 1, randomCounter 8
state_mutationFSM 4
power by group through the flow:
stage                 sequential (mW)  clock (mW)  combinational [mW]
after global routing            0.870        1.05               0.334
final                           0.868       0.989               0.307
after CTS                       0.868        1.01               0.311
layout by cell type, fill, tap and decap left out, drive strengths merged, types with 6 or more instances in the layout:
master,n
clkdlybuf4s50,301
nand2,198
dfxtp,125
a21oi,102
xor2,97
nor4,46
nor2,42
nand4,19
clkbuf,19
nand3,16
xnor2,15
nor3,13
o21ai,12
buf,10
mux2i,8
conb,8
clkinv,8
or3,7
and3,6
inv,6
per-layer routing:
metal | GRT usage | vias to the layer above | share of wire
met3 | 0.04173 | 13 | 0.077
met4 | 0.02121 | 0 | 0.011
met2 | 0.3396 | 254 | 0.51
li1 | - | 3422 | -
met1 | 0.2643 | 3067 | 0.41
met5 | 0 | - | 0
kinds of logic (layout without fill, tap and decap cells):
| logic type | count (synthesis) | count (layout) |
|---|---|---|
| adders and majority gates | 5 | 5 |
| AOI/OAI and AO/OA | 147 | 147 |
| other | 2 | 9 |
| xor gates and xnor gates | 112 | 112 |
| DFF | 126 | 126 |
| and+or+nand+nor | 375 | 375 |
| buffers and inverters | 56 | 346 |
| muxes | 9 | 9 |
how the worst min path moves through the flow:
stage                            from                          end  slack, ns
5_1_grt      best[0][55]$_SDFFE_PP0P_     best[0][55]$_SDFFE_PP0P_       0.48
4_1_cts   bestCounter[7]$_SDFFE_PP0P_  bestCounter[7]$_SDFFE_PP0P_       0.46
6_report  bestCounter[7]$_SDFFE_PP0P_  bestCounter[7]$_SDFFE_PP0P_       0.46
worst max-delay path, stage by stage:
cell	delay, ns
clkdlybuf4s50_1	0.50
nand3b_4	0.13
inv_2	0.14
nand2b_1	0.19
or3_1	0.44
nor2_4	0.10
buf_4	0.32
buf_4	0.52
nand2_1	0.14
a21oi_1	0.13
final cells by class:
class	instances	area (um2)	area share
Inverter	4	15.01	0.001447
Tap cell	275	344.1	0.03317
Clock buffer	19	452.9	0.04366
Timing Repair Buffer	311	3088	0.2977
Clock inverter	12	113.9	0.01098
Antenna cell	1	2.502	0.0002412
Sequential cell	126	2532	0.2441
Multi-Input combinational cell	656	3825	0.3687
cell usage after synthesis, drive strengths merged (2+ instances only):
master   count  share of area
nand2      198           0.11
dfxtp      125           0.38
a21oi      102          0.078
xor2        97           0.13
nor4        46          0.044
nor2        42          0.024
clkbuf      28          0.016
buf         24          0.025
nand4       19          0.018
nand3       16          0.012
xnor2       15          0.020
nor3        13          0.011
o21ai       12         0.0091
mux2i        8          0.012
or3          7         0.0074
and3         6         0.0057
and3b        5         0.0066
ha           5         0.0095
nand2b       5         0.0047
a21o         4         0.0045
inv          4         0.0023
a32oi        3         0.0040
and2         3         0.0028
nand3b       3         0.0053
nor2b        3         0.0028
o2111ai      3         0.0040
o31ai        3         0.0034
or4          3         0.0034
a211oi       2         0.0049
a31oi        2         0.0019
conb         2         0.0011
nand4b       2         0.0027
nor3b        2         0.0023
through the flow:
stage	setup WS, ns	cells
floorplan	3.232	838
global placement	2.130	1372
detailed placement	2.061	1372
CTS	2.498	1403
global route	2.296	1403
finish	2.502	1404
Power is estimated from default activity; no workload was simulated.
