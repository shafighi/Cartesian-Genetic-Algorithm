[flow/design.v]
`timescale 1ns/1ns
module lfsr(clk,rst,seedIsReady,result,seed,tap); 
  parameter width = 107;
  parameter initial_lfrsFSM = 1'b0,
			generate_lfsrFSM = 1'b1; 
  input clk,rst,seedIsReady;
  input [width-1:0] seed,tap;
  output [width-1:0] result;
   reg [width-1:0]LFSR_Reg;
	wire feedBack;
	wire [width-1:0]xorLFSR;
	reg state_lfsrFSM;
	assign result = LFSR_Reg;
	assign feedBack = tap[0]^LFSR_Reg[0];	
	assign xorLFSR = feedBack ? (LFSR_Reg ^ tap) :  LFSR_Reg;
	always @(posedge clk)begin  	
	  if(rst)begin
		  LFSR_Reg=0;
		  state_lfsrFSM = initial_lfrsFSM;
	  end else begin 
		  case(state_lfsrFSM)
		  initial_lfrsFSM :
		  begin
				if(seedIsReady)begin
					LFSR_Reg = seed;
					state_lfsrFSM = generate_lfsrFSM;
				end
		  end
		  generate_lfsrFSM :
		  begin
				LFSR_Reg = {feedBack,xorLFSR[width-1 : 1]};
		  end
		  endcase
	  end
	end 
endmodule
[flow/run.sh]
#!/bin/bash
# OpenROAD 26Q1-2900-gdf79404cd8, Yosys 0.63+post, stock flow scripts
make -C /OpenROAD-flow-scripts/flow DESIGN_CONFIG=/design/flow/config.mk WORK_HOME=/design/flow/orfs finish
[flow/config.mk]
export PLATFORM = sky130hd
export DESIGN_NAME = lfsr
export DESIGN_NICKNAME = lfsr
export VERILOG_FILES = /design/flow/design.v
export SDC_FILE = /design/flow/constraint.sdc
export NUM_CORES = 4
export LEC_CHECK = 1
export CORE_UTILIZATION = 30
[flow/constraint.sdc]
current_design lfsr

set clk_period 9.9
set clk_io_pct 0.2

create_clock -name clk0 -period $clk_period [get_ports {clk}]

set non_clock_inputs [all_inputs -no_clocks]
set_input_delay [expr $clk_period * $clk_io_pct] -clock clk0 $non_clock_inputs
set_output_delay [expr $clk_period * $clk_io_pct] -clock clk0 [all_outputs]
==> impl_metrics.json <==
{
  "detailedPlacementHpwl_um": 16030,
  "std_cell_rows": 54,
  "postSynthSeqShare_pct": 32.40,
  "finalCritPeriodShare_pct": 42.36,
  "lay_top_count": "sky130_fd_sc_hd__clkdlybuf4s50_1",
  "drive_above_1_share_pct": 2.639,
  "stage_log_warnings": 27,
  "fin_crit_ps": 4193,
  "drcViolationCount": 0,
  "totalNegativeSetupSlack_ps": 0,
  "fin_clk_skew_ps": 11.23,
  "worstReg2RegStart": "LFSR_Reg[0]",
  "post-place-ws_ps": 5416,
  "clockBufferDepth": 2,
  "finalHoldViolations": 0,
  "gp_congestion": 0.8155,
  "grt_overflow_total": 0,
  "leakage_component_of_the_power_nw": 3.707,
  "grtUsageMet3_pct": 6.513,
  "clock_latency_ps": 360,
  "reg2regPathDepth": 5,
  "detail_route.wl_per_cell_um": 16.78,
  "slew_headroom_pct": 53.13,
  "io_pins": 324,
  "drt_wl_total_um": 23160,
  "numCtsBuffers": 9,
  "cts_htree_levels": 3,
  "timing_worst_slew_pin_value_ps": 703.0,
  "cts.clk_slew.worst_paths_ps": 80,
  "cts_tree": "done",
  "number_of_slew_limit_violations_in_the_final_report": 0,
  "route.detailed.vias_per_inst": 5.094,
  "first_iter_violations": 332,
  "globalRouteTotalUtil_pct": 20.00,
  "grt_first_pass_wirelength_um": 35180,
  "ant_nets": 0,
  "numSynthFlops": 108,
  "clockRootBuffer": "sky130_fd_sc_hd__clkbuf_16",
  "core_box_area_um2": 21820,
  "timing.rr.end": "LFSR_Reg[57]",
  "initial_antenna_violation_count": 1,
  "area.growth.synth_to_final_pct": 54.76,
  "initCoreUtil_pct": 30.58,
  "rsz0062_at_grt": "no",
  "grtUsageMet2_pct": 32.29,
  "groute.layer.met1.usage_pct": 26.97,
  "power_density_nw_per_um2": 127.6,
  "reg2reg_setup_slack_ps": 7330,
  "postCtsSetupBuffers": 0,
  "final.hold.worst_slack_ps": 577.7,
  "grt-busiest-layer": "met2",
  "io_buffer_count": 323,
  "worst_ep_required_time_ps": 10160,
  "outcome": "completed",
  "syn-instance-count": 833,
  "synthesis.area_per_instance_um2": 8.012,
  "vdd_drop_max_mv": 0.1278,
  "worst_setup_path_endpoint": "LFSR_Reg[57]",
  "synth.cell_area_um2": 6674,
  "hold_path.class": "register to register",
  "hold_path.startpoint": "LFSR_Reg[48]",
  "grt_max_degree": 144,
  "final_number_of_setup_violating_endpoints": 0,
  "yosys_warnings": 1,
  "timing.setup.critical_path_class": "input pin to register",
  "vias_in_the_first_global_route": 6528,
  "min_delay_path_depth": 3,
  "worst_setup_path_startpoint": "tap[0]",
  "final.setup.worst_slack_ps": 5707,
  "route.vias.total": 7030,
  "max_capacitance_violation_total": 0,
  "critPathArrivalTime_ps": 4450,
  "post_cts.resized_instances": 0,
  "drt_pass1_iterations": 4,
  "setup.worst_path.start_class": "input pin",
  "die_y_um": 151.2,
  "floorplan.die_area_um2": 22850,
  "cp_slowest_stage_delay_ps": 680,
  "ys_types": 16,
  "holdBufCountCts": 0,
  "worstPathMaxFanout": 143,
  "yosys-stat-cells": 833,
  "fmaxAchievable_ghz": 0.2385,
  "worst_path_max_delay_cell": "sky130_fd_sc_hd__buf_4",
  "clock-sinks": 108,
  "timing.critical_path.to_type": "register",
  "most-common-layout-cells": "sky130_fd_sc_hd__clkdlybuf4s50_1 (321), sky130_fd_sc_hd__dfxtp_1 (107)",
  "yosys.stat.chipArea_um2": 6674,
  "die_w_um": 151.2,
  "critical_path.cell_chain": "clkdlybuf4s50_1 -> xor2_4 -> buf_12 -> buf_4 -> nand3_1 -> a311oi_1"
}
## flip-flops by register name (all words and copies together), names as in the netlist
register       count
LFSR_Reg         107
state_lfsrFSM      1
## synthesized netlist by cell type
library cell	count	area [um^2]
sky130_fd_sc_hd__a211oi_1	106	795.8
sky130_fd_sc_hd__a21o_1	106	795.8
sky130_fd_sc_hd__a21oi_1	1	5.000
sky130_fd_sc_hd__a311oi_1	106	928.4
sky130_fd_sc_hd__buf_2	29	145.1
sky130_fd_sc_hd__buf_4	2	15.01
sky130_fd_sc_hd__clkbuf_1	51	191.4
sky130_fd_sc_hd__dfxtp_1	108	2162
sky130_fd_sc_hd__inv_1	106	397.9
sky130_fd_sc_hd__mux2i_1	1	10.01
sky130_fd_sc_hd__nand2_1	1	3.750
sky130_fd_sc_hd__nand3_1	106	530.5
sky130_fd_sc_hd__nor2_1	2	7.510
sky130_fd_sc_hd__nor2b_1	106	663.1
sky130_fd_sc_hd__or2_2	1	6.260
sky130_fd_sc_hd__xor2_2	1	16.27
## report_power, final
part / internal, W / leakage (nW) / total, W / switching, W
Clock: 0.000231 / 0.160 / 0.000411 / 0.000180
Sequential: 0.000475 / 0.898 / 0.000510 / 0.0000349
Combinational: 0.000232 / 2.65 / 0.000397 / 0.000165
Total: 0.000938 / 3.71 / 0.00132 / 0.000380
## worst min-delay path by stage
| stage | slack, ps | end |
|---|---|---|
| after CTS | 590 | LFSR_Reg[12] |
| final | 580 | LFSR_Reg[47] |
| after global routing | 620 | LFSR_Reg[34] |
## through the flow
step | total power, W | instances | utilization [%] | cell area (um^2)
floorplan | 0.0007043 | 833 | - | 6674
global placement | 0.0009163 | 1363 | 45.82 | 10000
detailed placement | 0.0009176 | 1363 | 45.82 | 10000
CTS | 0.001339 | 1379 | 47.32 | 10330
global route | 0.001398 | 1380 | 47.33 | 10330
finish | 0.001318 | 1380 | 47.33 | 10330
## critical path, delay by kind of cell
kind,cells,cell delay (ps)
XOR/XNOR,1,180
AND/OR/NAND/NOR,1,160
AND-OR/OR-AND,1,290
buffers and inverters,3,1690
## area by class of cell
type / count / area [um^2]
repair buffers: 332 / 3312
clock inverters: 5 / 83.83
clock buffers: 11 / 242.7
well taps: 280 / 350.3
flip-flops and latches: 108 / 2166
inverters: 106 / 397.9
diodes: 1 / 2.502
fillers: 2140 / 11490
multi-input cells: 537 / 3774
## metal layers
metal  routed length [um]  vias up
li1                     -     3598
met1                10180     3175
met2                10470      236
met3                 2172       21
met4                  342        0
met5                    0        -
## cell families after synthesis
logic type             Yosys count  synth area share, %
AND-OR/OR-AND                  319                37.83
AND/OR/NAND/NOR                216                18.15
buffers and inverters          188                11.23
flip-flops                     108                32.40
XOR/XNOR                         1               0.2438
multiplexers                     1               0.1500
Power figures rest on the tool's default switching activity, not on a simulated workload.
