$ cat design/flow/run.sh
#!/bin/bash
# OpenROAD 26Q1-2900-gdf79404cd8, Yosys 0.63+post, stock flow scripts
make -C /OpenROAD-flow-scripts/flow DESIGN_CONFIG=/design/flow/config.mk WORK_HOME=/design/flow/orfs finish
$ cat design/flow/config.mk
export PLATFORM = sky130hd
export DESIGN_NAME = evaluation
export DESIGN_NICKNAME = evaluation
export VERILOG_FILES = /design/flow/design.v
export SDC_FILE = /design/flow/constraint.sdc
export NUM_CORES = 4
export LEC_CHECK = 1
export CORE_UTILIZATION = 30
$ cat design/flow/constraint.sdc
current_design evaluation

set clk_period 33.0
set clk_io_pct 0.2

create_clock -name clk0 -period $clk_period [get_ports {clk}]

set non_clock_inputs [all_inputs -no_clocks]
set_input_delay [expr $clk_period * $clk_io_pct] -clock clk0 $non_clock_inputs
set_output_delay [expr $clk_period * $clk_io_pct] -clock clk0 [all_outputs]
$ cat design/flow/design.v
`timescale 1ns/1ns
module evaluation(clk,reset,functionMemIsReady,gene,geneFuncMem,functionMem,state_controller,fitness,fitCounter,state_evaluationFSM);
  parameter geneBit = 110;
  parameter row = 3;
  parameter column = 3;
  parameter selBit = 4;
	parameter funcBit = 3;
	parameter funcCount=8;
	parameter geneResultBit = 2;
	parameter primaryInputCount=8; 
	parameter primaryInputBit=3;
	parameter funcResultBit = 4;
  parameter population = 24;
  parameter maxSupport = 128;
  parameter fitness_controller = 3'b001;
	parameter initial_evaluationFSM = 3'b000,
			    blockCalculation_evaluationFSM = 3'b001,
				 mismatch_evaluationFSM = 3'b010,
				 shiftMismatches_evaluationFSM = 3'b011,
				 fitnessResult_evaluationFSM = 3'b100,
				 geneFound_evaluationFSM=3'b101,
				 finished_evaluationFSM = 3'b110;
  parameter initial_geneBlockFSM = 2'b00,
            geneIsReady_geneBlockFSM = 2'b01,
            waitForResult_geneBlockFSM = 2'b10,
            finished_geneBlockFSM = 2'b11;
  input clk,reset,functionMemIsReady;
  input [geneBit-1:0]gene;
  input [primaryInputCount*geneResultBit-1:0]geneFuncMem;
  input [funcCount*funcResultBit-1:0]functionMem;
  input [2:0]state_controller;
  output reg [primaryInputCount+1:0]fitness;
  output reg [7:0]fitCounter;
  output reg[2:0]state_evaluationFSM;
  integer geneResultBitIndex,primaryInputIndex;
  reg [7:0]geneResultBitCounter;
  wire [geneBit+primaryInputBit-1:0]geneIn;
  reg [primaryInputCount+1:0]genesFitness[geneResultBit-1:0];  
  wire [geneResultBit-1:0]geneResult;
  wire blockResultIsReady;
  reg [geneResultBit-1:0]mismatch;
  reg [geneResultBit-1:0]geneFunc [primaryInputCount-1:0];  
  reg [primaryInputBit:0]inputGeneCounter; 
  reg geneInputIsReady;
  reg fitnessReady;
  wire [1:0]state_geneBlockFSM;
  geneBlock #(geneBit+primaryInputBit,row,column,selBit,funcBit,funcCount,geneResultBit,primaryInputBit,funcResultBit,fitness_controller,initial_geneBlockFSM,geneIsReady_geneBlockFSM,waitForResult_geneBlockFSM,finished_geneBlockFSM)gb(clk,~functionMemIsReady,geneInputIsReady,geneIn,functionMem,state_controller,geneResult,blockResultIsReady,state_geneBlockFSM);
  assign geneIn = {inputGeneCounter[primaryInputBit-1:0],gene};
  always@(posedge clk)begin
    if(reset)begin
      geneInputIsReady<=0;
    end else begin
      if(state_evaluationFSM==shiftMismatches_evaluationFSM || state_evaluationFSM==initial_evaluationFSM )begin
        geneInputIsReady<=1;
      end else begin
        geneInputIsReady<=0;
      end
    end
  end
  always@(posedge clk) begin
  	 if(reset)begin
		    state_evaluationFSM <= initial_evaluationFSM;
				fitnessReady<=0;
				geneResultBitCounter<=0;
				inputGeneCounter<=0;
				fitness<=0;
				mismatch<=0;
				fitCounter<=0; 
	 end else if(state_controller==fitness_controller )begin
		case(state_evaluationFSM)
			initial_evaluationFSM : 
			begin
			  if(state_geneBlockFSM==geneIsReady_geneBlockFSM)begin
				fitnessReady<=0;
				geneResultBitCounter<=0;
				inputGeneCounter<=0;
				fitness<=0;
				fitCounter<=0;  
      		for(primaryInputIndex=0;primaryInputIndex<primaryInputCount;primaryInputIndex=primaryInputIndex+1)begin
			     geneFunc[primaryInputIndex]<=geneFuncMem[primaryInputIndex*geneResultBit +: geneResultBit];
		    end 
				for(geneResultBitIndex=0;geneResultBitIndex<geneResultBit;geneResultBitIndex=geneResultBitIndex+1)begin
					genesFitness[geneResultBitIndex]<=1;
				end
				state_evaluationFSM <= blockCalculation_evaluationFSM;
				end
			end
			blockCalculation_evaluationFSM :
			begin
			  if(fitCounter>=population)begin
			    state_evaluationFSM <= finished_evaluationFSM;
			  end else 
				if(inputGeneCounter>=primaryInputCount)begin
					state_evaluationFSM <= fitnessResult_evaluationFSM;
				end else            
				if(blockResultIsReady)begin
						state_evaluationFSM <= mismatch_evaluationFSM;					
				end
        if(inputGeneCounter==0)begin
				  fitness<=0;
				  for(geneResultBitIndex=0;geneResultBitIndex<geneResultBit;geneResultBitIndex=geneResultBitIndex+1)begin
					   genesFitness[geneResultBitIndex]<=1;
				  end
			  end
			end
			mismatch_evaluationFSM :
			begin
				mismatch = geneFunc[inputGeneCounter] ^ geneResult;	
				state_evaluationFSM <= shiftMismatches_evaluationFSM;
			end
			shiftMismatches_evaluationFSM :
			begin
				inputGeneCounter<=inputGeneCounter+1;
				for(geneResultBitIndex=0;geneResultBitIndex<geneResultBit;geneResultBitIndex=geneResultBitIndex+1)begin
					if(mismatch[geneResultBitIndex]==1)begin
						genesFitness[geneResultBitIndex]<=genesFitness[geneResultBitIndex]<<1;
					end
			   end
				state_evaluationFSM <= blockCalculation_evaluationFSM;			
			end
			fitnessResult_evaluationFSM :
			begin
           if(geneResultBitCounter<geneResultBit)begin
               fitness <= genesFitness[geneResultBitCounter]+fitness;
               geneResultBitCounter <= geneResultBitCounter+1;
			     end else begin
					    fitnessReady<=1;			 	    
				 	    fitCounter<=fitCounter+1;
				 	    inputGeneCounter<=0;
				      geneResultBitCounter<=0;
				 	    if(fitness==geneResultBit)begin
				 	      state_evaluationFSM<=geneFound_evaluationFSM;
				 	    end else 
				 	      state_evaluationFSM <= blockCalculation_evaluationFSM;
			     end
			end
			geneFound_evaluationFSM: 
			begin
			end
			finished_evaluationFSM : 
			begin
			 state_evaluationFSM<= initial_evaluationFSM;
			end
		endcase
	 end
  end 
endmodule
`timescale 1ns/1ns
module geneBlock(clk,rst,geneIsReady,gene,functionMem,state_controller,result,blockResultIsReady,state_geneBlockFSM);
  parameter geneBit = 107;
  parameter row = 3;
  parameter column = 3;
  parameter selBit = 4;
  parameter funcBit = 3;
  parameter funcCount=4;
  parameter resultBit=2;
  parameter primaryInputBit=3;
  parameter funcResultBit = 4;
  parameter fitness_controller = 3'b001;
  parameter initial_geneBlockFSM = 2'b00,
            geneIsReady_geneBlockFSM = 2'b01,
            waitForResult_geneBlockFSM = 2'b10,
            finished_geneBlockFSM = 2'b11;
  input clk,rst,geneIsReady;
  input [geneBit-1:0] gene;
  input [funcCount*funcResultBit-1:0]functionMem;
  input [2:0]state_controller;
  output [resultBit-1:0]result;
  output reg blockResultIsReady;
  output reg [1:0]state_geneBlockFSM;
  genvar i,j,k;
  integer index;
  reg [7:0]packCounter;
  reg [row*column+primaryInputBit-1:0]muxChoices;
  wire [row*column-1:0]out;
  reg [15:0] pack[column-1:0]; 
  reg [31:0]columnCounter; 
  generate
      for ( i=0; i<row ; i=i+1) begin:rowFor
        for ( j=0; j<column ; j=j+1) begin:columnFor
          if(j*row+primaryInputBit-1<2)begin
          oneBitBlock #(j*row+primaryInputBit,1,funcBit,funcCount,funcResultBit)U (clk,rst,muxChoices[j*row+primaryInputBit-1:0],gene[pack[j]+i*(1+1+funcBit) +: 1],gene[pack[j]+i*(1+1+funcBit)+1 +: 1],gene[pack[j]+i*(1+1+funcBit)+2*(1) +: funcBit],functionMem,out[j*row + i]);
          end else if(j*row+primaryInputBit-1<4)begin
            oneBitBlock #(j*row+primaryInputBit,2,funcBit,funcCount,funcResultBit)U (clk,rst,muxChoices[j*row+primaryInputBit-1:0],gene[pack[j]+i*(2+2+funcBit) +: 2],gene[pack[j]+i*(2+2+funcBit)+2 +: 2],gene[pack[j]+i*(2+2+funcBit)+2*(2) +: funcBit],functionMem,out[j*row + i]);
            end else if(j*row+primaryInputBit-1<8)begin
              oneBitBlock #(j*row+primaryInputBit,3,funcBit,funcCount,funcResultBit)U (clk,rst,muxChoices[j*row+primaryInputBit-1:0],gene[pack[j]+i*(3+3+funcBit) +: 3],gene[pack[j]+i*(3+3+funcBit)+3 +: 3],gene[pack[j]+i*(3+3+funcBit)+2*(3) +: funcBit],functionMem,out[j*row + i]);
              end else if(j*row+primaryInputBit-1<16)begin
                oneBitBlock #(j*row+primaryInputBit,4,funcBit,funcCount,funcResultBit)U (clk,rst,muxChoices[j*row+primaryInputBit-1:0],gene[pack[j]+i*(4+4+funcBit) +: 4],gene[pack[j]+i*(4+4+funcBit)+4 +: 4],gene[pack[j]+i*(4+4+funcBit)+2*(4) +: funcBit],functionMem,out[j*row + i]);
                end else if(j*row+primaryInputBit-1<32)begin
                  oneBitBlock #(j*row+primaryInputBit,5,funcBit,funcCount,funcResultBit)U (clk,rst,muxChoices[j*row+primaryInputBit-1:0],gene[pack[j]+i*(5+5+funcBit) +: 5],gene[pack[j]+i*(5+5+funcBit)+5 +: 5],gene[pack[j]+i*(5+5+funcBit)+2*(5) +: funcBit],functionMem,out[j*row + i]);
                  end else if(j*row+primaryInputBit-1<64)begin
                    oneBitBlock #(j*row+primaryInputBit,6,funcBit,funcCount,funcResultBit)U (clk,rst,muxChoices[j*row+primaryInputBit-1:0],gene[pack[j]+i*(6+6+funcBit) +: 6],gene[pack[j]+i*(6+6+funcBit)+6 +: 6],gene[pack[j]+i*(6+6+funcBit)+2*(6) +: funcBit],functionMem,out[j*row + i]);  
                    end else if(j*row+primaryInputBit-1<128)begin
                      oneBitBlock #(j*row+primaryInputBit,7,funcBit,funcCount,funcResultBit)U (clk,rst,muxChoices[j*row+primaryInputBit-1:0],gene[pack[j]+i*(7+7+funcBit) +: 7],gene[pack[j]+i*(7+7+funcBit)+7 +: 7],gene[pack[j]+i*(7+7+funcBit)+2*(7) +: funcBit],functionMem,out[j*row + i]);
                      end else if(j*row+primaryInputBit-1<256)begin
                         oneBitBlock #(j*row+primaryInputBit,8,funcBit,funcCount,funcResultBit)U (clk,rst,muxChoices[j*row+primaryInputBit-1:0],gene[pack[j]+i*(8+8+funcBit) +: 8],gene[pack[j]+i*(8+8+funcBit)+8 +: 8],gene[pack[j]+i*(8+8+funcBit)+2*(8) +: funcBit],functionMem,out[j*row + i]);
                         end
        end 
      end 
  endgenerate
  generate 
  for( k=resultBit-1 ; k>-1 ; k=k-1)begin : resultFor
    assign result[resultBit-k-1]= (gene[geneBit-1-k*selBit-primaryInputBit -: selBit]<(row*column+primaryInputBit)) ? muxChoices[gene[geneBit-1-k*selBit-primaryInputBit -: selBit]]:muxChoices[gene[geneBit-1-k*selBit-primaryInputBit-1 -: selBit-1]] ; 
  end
  endgenerate 
   always@(posedge clk) begin
  	   if(rst)begin
		    state_geneBlockFSM <= initial_geneBlockFSM;
        packCounter<=1;
        pack[0]<=0; 
        muxChoices<=0;
        blockResultIsReady<=0;
        columnCounter<=0;
	     end else if(state_controller==fitness_controller)begin
		   case(state_geneBlockFSM)
			 initial_geneBlockFSM :
          if(packCounter<column)begin
            if((packCounter-1)*row+primaryInputBit-1<2)begin    
              pack[packCounter]<=pack[packCounter-1]+(1+1+funcBit)*row; 
            end
          else if((packCounter-1)*row+primaryInputBit-1<4)begin    
            pack[packCounter]<=pack[packCounter-1]+(2+2+funcBit)*row; 
          end
          else if((packCounter-1)*row+primaryInputBit-1<8)begin    
            pack[packCounter]<=pack[packCounter-1]+(3+3+funcBit)*row; 
          end
          else if((packCounter-1)*row+primaryInputBit-1<16)begin    
            pack[packCounter]<=pack[packCounter-1]+(4+4+funcBit)*row; 
          end
          else if((packCounter-1)*row+primaryInputBit-1<32)begin    
            pack[packCounter]<=pack[packCounter-1]+(5+5+funcBit)*row; 
          end
          else if((packCounter-1)*row+primaryInputBit-1<64)begin    
            pack[packCounter]<=pack[packCounter-1]+(6+6+funcBit)*row; 
          end
          else if((packCounter-1)*row+primaryInputBit-1<128)begin    
            pack[packCounter]<=pack[packCounter-1]+(7+7+funcBit)*row; 
          end
          else if((packCounter-1)*row+primaryInputBit-1<256)begin    
            pack[packCounter]<=pack[packCounter-1]+(8+8+funcBit)*row; 
          end
          else if((packCounter-1)*row+primaryInputBit-1<512)begin    
            pack[packCounter]<=pack[packCounter-1]+(9+9+funcBit)*row; 
          end
          packCounter<=packCounter+1;
        end else begin
          state_geneBlockFSM <= geneIsReady_geneBlockFSM;
        end
      geneIsReady_geneBlockFSM :
      begin     
        if(geneIsReady)begin
          muxChoices <= { out[0 +: row*column],gene[geneBit-1 -: primaryInputBit]};
          state_geneBlockFSM <= waitForResult_geneBlockFSM;
          columnCounter<=0;
        end
        blockResultIsReady<=0;
      end
      waitForResult_geneBlockFSM : 
      begin
      if(columnCounter>=column)begin
        blockResultIsReady<=1;
        state_geneBlockFSM <= geneIsReady_geneBlockFSM;
      end else begin
        columnCounter <= columnCounter+1;
        muxChoices <= { out[0 +: row*column],gene[geneBit-1 -: primaryInputBit]};
      end
      end
      finished_geneBlockFSM:
      begin
      end
     endcase
   end 
 end 
endmodule
`timescale 1ns/1ns
module oneBitBlock(clk,rst,muxChoices,muxSel0,muxSel1,func,functionMem,result);
  parameter choicesBit = 9;
  parameter selBit = 4;
  parameter funcBit = 2;
  parameter funcCount=4;
  parameter funcResultBit = 4;
  input clk,rst;
  input [choicesBit-1:0] muxChoices;
  input [selBit-1:0] muxSel0,muxSel1;
  input [funcBit-1:0] func;
  input [funcCount*funcResultBit-1:0]functionMem;
  output result;
  wire [1:0]in;
  wire funcResult;
  assign result = (rst) ? 1'b0:functionMem[func*funcResultBit+in]; 
  assign in[0] = (muxSel0<choicesBit) ? muxChoices[muxSel0]:muxChoices[muxSel0[selBit-2:0]] ;
  assign in[1] = (muxSel1<choicesBit) ? muxChoices[muxSel1]:muxChoices[muxSel1[selBit-2:0]] ;
endmodule
==> impl_metrics.env <==
# yosys + openroad results
export IMPL_status="complete, no violations"
export IMPL_antenna_found_initial=46
export IMPL_setup_viol=0
export IMPL_dp_hpwl_mm=226
export IMPL_cts_sinks=164
export IMPL_cts_root_buf="clkbuf_16"
export IMPL_powerDensity_nw_per_um2=21.5
export IMPL_fmax_mhz=88.0
export IMPL_edf_count=72
export IMPL_dr_pass1_iters=9
export IMPL_warnings=54
export IMPL_hold_viol_final=0
export IMPL_slew_violations=0
export IMPL_synth_chip_area_um2=60000
export IMPL_cts_max_path_buffers=2
export IMPL_wire_per_inst_um=38.2
export IMPL_cap_violations=0
export IMPL_synth_stat_cells=6804
export IMPL_r2r_slack_ns=25.32
export IMPL_fp_util_pct=30.3
export IMPL_ys_flop_type="dfxtp_1"
export IMPL_whs_ns=0.473
export IMPL_top_cell_area_share_pct=32.8
export IMPL_final_setup_skew_ns=0.0146
export IMPL_chipArea_um2=202000
export IMPL_die_height_um=449
export IMPL_drc=0
export IMPL_clk_latency_ns=0.46
export IMPL_ir_worst_vdd_mv=0.0368
export IMPL_hold_class="flip-flop to flip-flop"
export IMPL_tightest_slew_ns=1.33
export IMPL_rsz0062_at_grt="no"
export IMPL_antenna_left=0
export IMPL_relSlewSlack_pct=8.81
export IMPL_portBuffers=184
export IMPL_period_needed_ns=11.36
export IMPL_grt_pass1_wl_mm=488
export IMPL_tns_ns=0
export IMPL_cts_tree="built"
export IMPL_gr_total_overflow=0
export IMPL_largest_area_cell="mux4_2"
export IMPL_common_cells="mux4_2 (875), mux2i_1 (734), nand2_1 (688), clkbuf_1 (625), nor2_1 (509)"
export IMPL_syn_inst=6804
export IMPL_core_area_um2=198000
export IMPL_worst_setup_path_type="input port to flip-flop"
export IMPL_finalCritPeriodShare_pct=34.4
export IMPL_first_global_vias=64084
export IMPL_seq_area_frac_synth_pct=6.67
export IMPL_cts_resized=0
export IMPL_nFillCells=20045
export IMPL_cts_hold_buf=0
export IMPL_yosys_cell_count_top_type="mux4_2"
export IMPL_row_count=163
export IMPL_ys_types=120
export IMPL_synth_flops=164
export IMPL_cp_arrival_ns=11.70
export IMPL_syn_area_um2=60000
export IMPL_start_kind="input port"
export IMPL_fin_area_um2=64200
export IMPL_path_max_fanout=22
export IMPL_area_growth_pct=7.08
export IMPL_io_pins=185
export IMPL_grt_start_max_net_pins=119
export IMPL_cts_clk_slew_worst_paths_ns=0.07
export IMPL_place_congestion=1.11
export IMPL_dieWidth_um=449
export IMPL_grt_usage_pct=34.7
export IMPL_vias_per_cell=7.30
export IMPL_endpoint_kind="flip-flop"
export IMPL_required_ns=33.34
export IMPL_yosysWarningCount=4
export IMPL_drive_above_1_share_pct=25.2
export IMPL_avgSynthCellArea_um2=8.82
export IMPL_vias=66469
export IMPL_place_area_um2=63500
export IMPL_drtIter0Drc=8583
export IMPL_drt_wl_total_mm=348
export IMPL_h_tree_depth=4
export IMPL_leakage_nw=22.7
export IMPL_synthArstFlopShare_pct=0
export IMPL_yosys_top_cells_area="mux4_2 (33%), mux2i_1 (12%), nand2_1 (4.3%)"
export IMPL_cts_buffers=17
export IMPL_cts_setup_buffers=0
==> layout make-up <==
type | instances | area [um2] | share of cell area, %
tap | 2640 | 3300 | 5.14
multi-input combinational | 5551 | 51200 | 79.7
sequential | 164 | 4010 | 6.24
timing repair buffer | 578 | 4630 | 7.21
inverter | 96 | 369 | 0.575
clock inverter | 14 | 171 | 0.267
antenna | 48 | 120 | 0.187
clock buffer | 18 | 450 | 0.701
==> routing by layer <==
| layer | GRT usage (%) | routed length [um] | vias up | share of wire (%) |
|---|---|---|---|---|
| li1 | - | - | 25945 | - |
| met1 | 39.0 | 116000 | 32010 | 33 |
| met2 | 45.4 | 136000 | 6569 | 39 |
| met3 | 24.8 | 62700 | 1883 | 18 |
| met4 | 23.4 | 31400 | 62 | 9.0 |
| met5 | 7.34 | 1560 | - | 0.45 |
==> worst max-delay path: stages <==
cell             delay (ns)
clkdlybuf4s50_1        0.45
buf_4                  0.23
buf_4                  0.31
or2_2                  0.35
o211ai_1               0.09
o21ai_0                0.21
o22ai_1                0.24
o21a_1                 0.20
o41ai_2                0.12
o31ai_4                0.71
o211ai_1               0.57
a2bb2oi_2              0.31
buf_4                  0.26
mux2_2                 0.36
a2bb2oi_1              0.14
nand4_1                0.09
o22ai_1                0.10
a221o_1                0.35
==> registers in the layout (all words and copies together), names as in the netlist <==
name / flops
geneFunc: 16
gb.blockResultIsReady: 1
state_evaluationFSM: 3
gb.muxChoices: 12
gb.pack: 36
geneResultBitCounter: 8
mismatch: 2
gb.state_geneBlockFSM: 3
inputGeneCounter: 4
fitness: 10
gb.packCounter: 8
fitCounter: 8
geneInputIsReady: 1
gb.columnCounter: 32
genesFitness: 20
==> power by group <==
part           switching (mW)  internal, mW  total [mW]
registers             0.00179         0.213       0.215
clock network           0.101         0.107       0.208
logic                   0.590         0.369       0.960
==> path summary, 6_finish.rpt <==
path	startpoint	endpoint	cells past startpoint
setup / recovery	gene[80]	gb.muxChoices[11]	18
hold / removal	gb.muxChoices[9]	gb.muxChoices[9]	2
setup reg to reg	gb.pack[2][0]	gb.muxChoices[11]	18
hold reg to reg	gb.muxChoices[9]	gb.muxChoices[9]	2
==> through the flow <==
stage | total power [mW] | util (%) | worst slack (ns) | std cells
4_1_cts | 1.34 | 32.4 | 22.07 | 9061
3_3_place_gp | 1.13 | 32.1 | 21.42 | 9029
3_5_place_dp | 1.13 | 32.1 | 21.59 | 9029
6_report | 1.38 | 32.4 | 21.64 | 9109
2_1_floorplan | 0.825 | - | 22.95 | 6804
5_1_grt | 1.42 | 32.4 | 21.69 | 9076
==> cell usage in the layout, fill, tap and decap left out, types with 144 or more instances in the layout <==
master | Yosys | layout
a21oi_1 | 401 | 401
buf_4 | 71 | 390
mux2_2 | 156 | 156
mux2i_1 | 734 | 732
mux4_2 | 875 | 875
nand2_1 | 688 | 688
nand3_1 | 144 | 144
nor2_1 | 509 | 509
nor3_1 | 185 | 184
o21ai_0 | 301 | 299
==> kinds of logic after synthesis <==
family	Yosys count	share of synthesized area (%)
muxes	1775	48.3
DFF	164	6.67
AOI/OAI and AO/OA	1606	18.0
and+or+nand+nor	1972	15.1
buffers and inverters	1089	8.31
adders and majority gates	64	1.36
xor gates and xnor gates	134	2.18
Power and IR drop assume default switching activity.
